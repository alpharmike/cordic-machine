$ cat design/flow/run.sh
#!/bin/bash
# OpenROAD 26Q1-2900-gdf79404cd8, Yosys 0.63+post, stock flow scripts
make -C /OpenROAD-flow-scripts/flow DESIGN_CONFIG=/design/flow/config.mk WORK_HOME=/design/flow/orfs finish
$ cat design/flow/config.mk
export PLATFORM = sky130hd
export DESIGN_NAME = cordic_pipeline
export DESIGN_NICKNAME = cordic_pipeline
export VERILOG_FILES = /design/flow/design.v
export SDC_FILE = /design/flow/constraint.sdc
export NUM_CORES = 4
export LEC_CHECK = 1
export CORE_UTILIZATION = 50
$ cat design/flow/constraint.sdc
current_design cordic_pipeline

set clk_period 7.2
set clk_io_pct 0.2

create_clock -name clk0 -period $clk_period [get_ports {clk}]

set non_clock_inputs [all_inputs -no_clocks]
set_input_delay [expr $clk_period * $clk_io_pct] -clock clk0 $non_clock_inputs
set_output_delay [expr $clk_period * $clk_io_pct] -clock clk0 [all_outputs]
$ cat design/flow/design.v
`timescale 1ns / 1ps
module cordic_pipeline(clk, x0, y0, z0, out_x, out_y, out_z);
	parameter M = 6;
	parameter N = 10;
	parameter ITER_BIT = 4;
	parameter ITER_COUNT = 11;
	input clk;
	input signed [M + N - 1:0] x0;
	input signed [M + N - 1:0] y0;
	input signed [M + N - 1:0] z0;
	output signed [M + N - 1:0] out_x;
	output signed [M + N - 1:0] out_y;
	output signed [M + N - 1:0] out_z;
	reg signed [M + N - 1:0] atan_lut [ITER_COUNT:0];
	initial begin
		atan_lut[0] = 16'b0000001100100100;
		atan_lut[1] = 16'b0000000111011010;
		atan_lut[2] = 16'b0000000011111010;
		atan_lut[3] = 16'b0000000001111111;
		atan_lut[4] = 16'b0000000000111111;
		atan_lut[5] = 16'b0000000000011111;
		atan_lut[6] = 16'b0000000000001111;
		atan_lut[7] = 16'b0000000000000111;
		atan_lut[8] = 16'b0000000000000011;
		atan_lut[9] = 16'b0000000000000001;
		atan_lut[10] = 16'b0000000000000000;
		atan_lut[11] = 16'b0000000000000000;
	end
	wire signed [M + N - 1:0] x_values [ITER_COUNT:0];
	wire signed [M + N - 1:0] y_values [ITER_COUNT:0];
	wire signed [M + N - 1:0] z_values [ITER_COUNT:0];
	assign x_values[0] = x0;
	assign y_values[0] = y0;
	assign z_values[0] = z0;
	genvar i;
	generate
		for (i = 0; i < ITER_COUNT; i = i + 1)
			begin
				cordic_single_stage #(.m(M), .n(N), .iter_length(ITER_BIT)) stage (
					 .clk(clk), 
					 .x_in(x_values[i]), 
					 .y_in(y_values[i]), 
					 .z_in(z_values[i]), 
					 .i(i), 
					 .atan(atan_lut[i]), 
					 .x_out(x_values[i + 1]), 
					 .y_out(y_values[i + 1]), 
					 .z_out(z_values[i + 1])
				);
			end
	endgenerate
	assign out_x = x_values[ITER_COUNT];
	assign out_y = y_values[ITER_COUNT];
	assign out_z = z_values[ITER_COUNT];
endmodule
`timescale 1ns / 1ps
module cordic_single_stage #(parameter m = 6, parameter n = 10, parameter iter_length = 4)(clk, x_in, y_in, z_in, i, atan, x_out, y_out, z_out);
	input clk;
	input signed [m + n - 1:0] x_in, y_in, z_in;
	input signed [m + n - 1:0] atan;
	input [iter_length - 1:0] i;
	output reg [m + n - 1:0] x_out, y_out, z_out;
	reg signed [1:0] d;	
	always @(posedge clk) begin
		d = z_in[m + n - 1] == 1'b0 ? 1 : -1;
		x_out = x_in - d * (y_in >>> i);
		y_out = y_in + d * (x_in >>> i);
		z_out = z_in - d * atan;
	end
endmodule
==> impl_metrics.env <==
# flow metrics
export IMPL_r2r_start="genblk1[1].stage.z_out[15]"
export IMPL_drive_gt1_share_pct=4.151
export IMPL_clock_latency_ns=0.60
export IMPL_initial_core_util_pct=50.84
export IMPL_viasPerCell=5.105
export IMPL_areaGrowthSynthToFinish_pct=10.19
export IMPL_arrival_ns=5.43
export IMPL_drc=0
export IMPL_finalHoldViolations=0
export IMPL_dp_cells=6193
export IMPL_overflow=0
export IMPL_yosysTopAreaCellShare_pct=23.82
export IMPL_synthesis_area_mm2=0.04438
export IMPL_fmax_mhz=203.9
export IMPL_grt_pass1_vias=31510
export IMPL_cts_tree="built"
export IMPL_drt_iter0_markers=1169
export IMPL_synth_avg_cell_area_um2=8.882
export IMPL_core_area_mm2=0.08729
export IMPL_relSlewSlack_pct=47.35
export IMPL_wl_per_cell_um=13.72
export IMPL_tns_ns=0
export IMPL_ys_cells=4996
export IMPL_gp_congestion=0.9015
export IMPL_cts_made_buffers=66
export IMPL_cts_htree_levels=3
export IMPL_cp_max_fo=32
export IMPL_hold_path_class="flop to flop"
export IMPL_cp_slowest_stage_delay_ns=0.48
export IMPL_r2r_cells=15
export IMPL_worstSetupEndpointType="flop"
export IMPL_first_pass_iters=5
export IMPL_root_buffer="clkbuf_16"
export IMPL_grt_use_total_pct=20.98
export IMPL_finalCritPeriodShare_pct=68.10
export IMPL_rows=108
export IMPL_fin_skew_ns=0.02429
export IMPL_routed_wl_mm=86.59
export IMPL_grt_max_degree=36
export IMPL_crit_chain="clkdlybuf4s50_1 -> buf_4 -> inv_1 -> buf_4 -> nor2_1 -> ha_1 -> fa_1 -> inv_1 -> ha_1 -> a21o_1 -> a21oi_2 -> o21bai_1 -> a2111o_1 -> and3_4 -> or2_4 -> a221oi_2 -> xnor2_1"
export IMPL_edf_count=0
export IMPL_cap_violations=0
export IMPL_clock_sinks=528
export IMPL_ctsHoldBuffers=0
export IMPL_holdPathEnd="genblk1[2].stage.z_out[0]"
export IMPL_finalNonFillerCells=6311
export IMPL_worstPathRequired_ns=7.73
export IMPL_portBuffers=96
export IMPL_ys_seq_share_pct=23.82
export IMPL_io_pins=97
export IMPL_cts_max_path_buffers=3
export IMPL_period_needed_ns=4.903
export IMPL_drv_slew=0
export IMPL_topCellsByArea="dfxtp_1, ha_1, fa_1"
export IMPL_min_from="genblk1[1].stage.z_out[0]"
export IMPL_crit_path_start_kind="input port"
export IMPL_hpwl_mm=71.68
export IMPL_worstSetupPathType="input port to flop"
export IMPL_ys_flops=528
export IMPL_status="finished clean"
export IMPL_die_area_mm2=0.08995
export IMPL_fp_dieH_um=299.9
export IMPL_syn_instance_count=4996
export IMPL_rsz0062_at_grt="no"
export IMPL_grt_pass1_wl_mm=150.0
export IMPL_largest_area_cell="dfxtp_1"
export IMPL_ff_type="dfxtp_1"
export IMPL_warnings=38
export IMPL_insertedDiodeCount=0
export IMPL_synth_async_reset_ratio_pct=0
export IMPL_antenna_found_initial=0
export IMPL_ant_nets=0
export IMPL_tightest_slew_ns=0.7849
export IMPL_ys_warn_count=13
export IMPL_setup_viol=0
export IMPL_ys_types=79
export IMPL_cp_slowest_cell="fa_1"
export IMPL_die_w_um=299.9
export IMPL_vias=32220
export IMPL_ctsResizeCount=0
export IMPL_cts_clk_slew_worst_paths_ns=0.05
export IMPL_rrSetupSlack_ns=2.84
export IMPL_post_cts_buffers=0
export IMPL_regToRegEndpoint="genblk1[2].stage.x_out[12]"
export IMPL_ys_chip_area_mm2=0.04438
export IMPL_holdPathStages=0
==> worst max-delay path: cells and delay by family <==
family	cells	cell delay (ns)
AND-OR/OR-AND	5	1.13
adder cells (fa/ha/maj)	3	1.10
AND/OR/NAND/NOR	3	0.55
buffers and inverters	5	1.04
XOR/XNOR	1	0.14
==> cells in the final DEF (no fill, tap or decap), types with 10 or more instances in the layout <==
cell type / synthesis / final
nand3_1: 53 / 53
a21oi_1: 348 / 348
nor2_1: 416 / 416
or2_2: 57 / 57
mux2_2: 13 / 13
nor2b_1: 72 / 72
nand4_1: 26 / 26
buf_4: 0 / 17
a211oi_1: 31 / 31
fa_1: 236 / 236
or3_1: 15 / 15
o21ai_0: 189 / 189
a21o_1: 139 / 139
nor3_1: 71 / 71
mux2i_1: 12 / 12
o21a_1: 76 / 76
a31oi_1: 28 / 28
o31ai_1: 15 / 15
clkbuf_1: 64 / 15
clkbuf_16: 0 / 67
a2111oi_0: 10 / 10
clkdlybuf4s50_1: 0 / 96
a21boi_0: 17 / 17
and2_1: 16 / 16
xnor2_1: 346 / 346
and3_1: 24 / 24
ha_1: 787 / 787
inv_1: 832 / 832
nand2_1: 137 / 137
dfxtp_1: 528 / 528
nand2b_1: 78 / 78
xor2_1: 135 / 135
o21bai_1: 57 / 57
==> layout make-up <==
type | count | area [um2]
fillers | 7759 | 38390
multi-input cells | 3561 | 30400
flip-flops and latches | 528 | 10570
inverters | 836 | 3138
clock buffers | 91 | 1857
well taps | 1155 | 1445
repair buffers | 113 | 1089
clock inverters | 27 | 399.1
==> sequential cells by signal, indices dropped and copies added (netlist names) <==
name                 cells
genblk1.stage.x_out    176
genblk1.stage.y_out    176
genblk1.stage.z_out    176
==> Yosys cell counts (64+ instances only) <==
cell	n
nand2b_1	78
nor2_1	416
nand2_1	137
inv_1	832
nor2b_1	72
a21oi_1	348
clkbuf_1	64
o21a_1	76
dfxtp_1	528
fa_1	236
xor2_1	135
o21ai_0	189
nor3_1	71
xnor2_1	346
ha_1	787
a21o_1	139
==> worst max path at each step <==
stage          start                    endpoint  slack, ns  depth (start not counted)
global route  z0[15]  genblk1[0].stage.x_out[14]       2.11                         17
CTS           z0[15]  genblk1[0].stage.x_out[14]       2.35                         17
finish        z0[15]  genblk1[0].stage.x_out[14]       2.30                         17
==> layer usage <==
metal  GRT usage, %  vias up  share of wire [%]
li1               -    16910                  -
met1          28.94    14850                 46
met2          35.98      339                 48
met3          3.079      113                3.4
met4          3.984        0                2.3
met5              0        -                  0
==> stage by stage <==
step / hold WS [ns] / util [%] / worst slack (ns) / area [um2]
6_report: 0.3240 / 56.02 / 2.297 / 48900
5_1_grt: 0.3288 / 56.02 / 2.106 / 48900
4_1_cts: 0.3278 / 56.02 / 2.345 / 48900
3_5_place_dp: 0.3121 / 53.43 / 1.700 / 46640
3_3_place_gp: 0.3138 / 53.43 / 1.712 / 46640
2_1_floorplan: 0.3096 / - / 2.565 / 44380
==> logic make-up after synthesis <==
kind of cell | share of synthesized area [%]
adder cells (fa/ha/maj) | 32.84
AND-OR/OR-AND | 14.91
XOR/XNOR | 9.493
multiplexers | 0.6344
buffers and inverters | 7.672
flip-flops | 23.82
AND/OR/NAND/NOR | 10.64
